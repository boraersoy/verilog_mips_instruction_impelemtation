**/design/flow/design.v**
```verilog
module control(in,f, regdest, alusrc, memtoreg, regwrite, 
	       memread, memwrite, branch, aluop1, aluop2, jal, jump,jr);
input [7:0] in;
input [3:0] f;
output regdest, alusrc, memtoreg, regwrite, memread, memwrite, branch, aluop1, aluop2, jal, jump,jr;
wire rformat,lw,sw,beq,jall,j,jump_reg;
assign rformat = (~in[7])&(~in[6])&(~in[5])& (in[4])&(in[3])&(~in[2])&(~in[1])&(~in[0]);  
assign jump_reg = (~|in) & f[3]&(~f[2])&(~f[1])&(~f[0]);
assign j = (~in[7])&(~in[6])&(~in[5])& (in[4])&(in[3])&(~in[2])&in[1]&(in[0]);  
assign jall = (~in[5])& (~in[4])&(~in[3])&(~in[2])&in[1]&in[0];  
assign lw = (~in[7])&(~in[6])&(~in[5])&(in[4])&(in[3])&(~in[2])&(~in[1])&(in[0]);  
assign sw = (~in[7])&(~in[6])&(~in[5])&(in[4])&in[3]&(~in[2])&in[1]&(~in[0]);  
assign beq = (~in[7])&(~in[6])&(~in[5])&(in[4])&(in[3])&in[2]&(~in[1])&(~in[0]);  
assign bne = (~in[7])&(~in[6])&(~in[5])&(in[4])&(in[3])&in[2]&(~in[1])&(in[0]);  
assign addi = (~in[7])&(~in[6])&(~in[5])&(in[4])&(in[3])&in[2]&(in[1])&(~in[0]);  
assign regdest = rformat;
assign alusrc = lw|sw|addi;
assign memtoreg = lw;
assign regwrite = rformat|lw|jall|addi;
assign memread = lw;
assign memwrite = sw;
assign branch = beq|bne;
assign aluop1 = rformat;
assign aluop2 = beq|bne;
assign jal = jall;
assign jump = j; 
assign jr = jump_reg;
endmodule
```
**/design/flow/run.sh**
```bash
#!/bin/bash
# OpenROAD 26Q1-2900-gdf79404cd8, Yosys 0.63+post, stock flow scripts
make -C /OpenROAD-flow-scripts/flow DESIGN_CONFIG=/design/flow/config.mk WORK_HOME=/design/flow/orfs finish
```
**/design/flow/config.mk**
```make
export PLATFORM = sky130hd
export DESIGN_NAME = control
export DESIGN_NICKNAME = control
export VERILOG_FILES = /design/flow/design.v
export SDC_FILE = /design/flow/constraint.sdc
export NUM_CORES = 4
export LEC_CHECK = 1
export CORE_AREA = 10 10 70 70
export DIE_AREA = 0 0 80 80
```
**/design/flow/constraint.sdc**
```tcl
current_design control

set clk_period 1.8
set clk_io_pct 0.2

create_clock -name clk0 -period $clk_period

set non_clock_inputs [all_inputs -no_clocks]
set_input_delay [expr $clk_period * $clk_io_pct] -clock clk0 $non_clock_inputs
set_output_delay [expr $clk_period * $clk_io_pct] -clock clk0 [all_outputs]
```
==> flow_summary_export.csv <==
group,metric,value,unit
sta,finalSetupViolCount,0,
die,num_rows,21,
worst_setup_path,cp_max_fo,5,
synth,synth_area_per_cell,6.79,µm²
drt,vias_per_cell,3.19,
worst_setup_path,crit_slowest_cell,"nor4_4",
worst_setup_path,critPathArrivalTime,1.39,ns
sta,slew_viol_final,0,
drt,first_iter_violations,2,
sta,slew_headroom,84.8,%
sta,finalHoldViolations,0,
synth,synth_warnings,2,
placement,dpl-instance-area,497,µm²
synth,post-synth-top-area-cell,"buf_4",
worst_hold_path,worstHoldPathType,"in -> out",
power_and_ir_drop,p_leak,0.293,nW
sta,final.period_utilization,97.3,%
synth,top_cell_area_share,17.0,%
sta,grt_setup_unrepaired,"false",
run,drv_cap,0,
worst_setup_path,max_stage_delay,0.29,ns
drt,vias,338,
synth,ys_area,176,µm²
power_and_ir_drop,power,0.0000696,W
drt,drc,0,
die,die_h,80,µm
placement,portBuffers,24,
layout,seq_area,0,µm²
synth,top_cells_by_area,"buf_4 (17%), o311ai_2 (9.2%), nor2_1 (8.5%)",
global_route,antenna_found_initial,0,
synth,netlist_top_cells_count,"buf_4 (4), nor2_1 (4), nand2_1 (2), nor3b_1 (2), nor4_1 (2)",
placement,dp_hpwl,814,µm
die,io_pins,24,
drt,routedWlPerCell,10.7,µm
power_and_ir_drop,p_per_area,118,nW/µm²
global_route,track_usage,3.14,%
sta,period_needed,1.75,ns
sta,holdWs,1.13,ns
synth,synth.distinct_cells,17,
synth,postSynthSeqShare,0,%
worst_setup_path,worstPathCellList,"buf_4, nor4_4, buf_4, nand3_4, buf_4, inv_1, dlygate4sd2_1",
worst_setup_path,crit_top_cell,"buf_4",
die,coreArea,3420,µm²
run,warnings,33,
power_and_ir_drop,ir_drop,0.0186,mV
synth,synth_cells,26,
global_route,gr-total-overflow,0,
die,fp_util,5.16,%
run_status,outcome,"completed",
synth,syn_area,176,µm²
layout,utilization,17.3,%
drt,firstDrtPassIters,2,
synth,yosys_cells,26,
layout,drive_gt1_share,68.3,%
layout,area.growth.synth_to_final,234,%
drt,n_antenna_cell,0,
global_route,grt_pass1_vias,328,
layout,final_cell_area,589,µm²
drt,ant_nets,0,
clock_network,cts_hold_buffers,0,
die,die-area,6400,µm²
layout,flops,0,
global_route,grt_pass1_wl,1690,µm
global_route,grt_max_degree,7,
worst_setup_path,end_kind,"primary output",
worst_setup_path,start_kind,"input port",
layout,final_cells,106,
worst_setup_path,cp_data_required_time,1.44,ns
die,chipWidth,80,µm
placement,dp_cells,99,
placement,gp_congestion,0.826,
sta,worstMarginPinSlew,0.226,ns
drt,wl,1130,µm
layout,nClkBuffers,0,
sta,fmax,571,MHz
worst_setup_path,path_class,"in -> out",
==> final cells by class <==
class                      count  area [µm²]
fill                         374        2830
inverter                       1        3.75
multi-input combinational     21         241
tap                           46        57.6
timing repair buffer          38         287
==> power breakdown <==
part / switching (W) / internal [W]
sequential: 0 / 0
combinational: 0.0000315 / 0.0000382
clock: 0 / 0
total: 0.0000315 / 0.0000382
==> stage by stage <==
step | TNS [ns] | worst slack, ns
2_1_floorplan | 0 | 0.393
3_3_place_gp | -6.13 | -0.596
3_5_place_dp | -6.17 | -0.613
4_1_cts | -0.215 | -0.0768
5_1_grt | 0 | 0.0109
6_report | 0 | 0.0481
==> layer usage <==
metal	vias to the layer above	wire length (µm)	share of wire (%)	global-route usage, %
li1	163	-	-	-
met2	18	468	41	4.82
met5	-	0	0	0
met4	0	0	0	0
met1	157	537	48	4.49
met3	0	125	11	0.909
==> path summary, 6_finish.rpt <==
path | start | endpoint | slack (ns) | cells after the start
hold / removal | in[2] | regwrite | 1.13 | 4
setup / recovery | in[2] | jal | 0.05 | 7
==> worst max-delay path, delay by kind of cell <==
kind                   cells  cell delay, ns
buffers and inverters      5            0.68
AND/OR/NAND/NOR            2            0.35
==> repair_timing <==
action / CTS / global route
pin swaps: 7 / 5
buffers inserted: 7 / 1
endpoints found under the setup margin: 12 / 10
resized: 56 / 17
==> logic make-up (layout without fill, tap and decap cells) <==
logic type | count (synthesis) | count (layout) | share of synthesized area, %
compound gates | 2 | 2 | 14.2
buf+inv | 5 | 39 | 19.1
simple gates | 19 | 19 | 66.7
==> layout by cell type (no fill, tap or decap) <==
cell type        netlist  layout
nand2_4                0       1
nor4_4                 0       1
clkdlybuf4s50_1        0       2
buf_2                  0       6
o311ai_2               1       1
nand2_1                2       1
nor3_4                 0       1
nor4b_2                0       1
inv_1                  1       1
and4bb_2               1       1
nor3b_4                0       2
nor4_2                 0       1
nor2_2                 0       2
clkbuf_2               0       5
nand4_1                1       1
buf_6                  0       3
dlygate4sd2_1          0      10
or3b_1                 1       1
nand3_4                0       1
a21oi_2                1       1
and3_1                 1       1
nor2_1                 4       2
buf_4                  4      12
nand2b_4               0       2
No activity file was given, so power comes from the tool's default toggle rates.
