$ cat run.sh
#!/bin/bash
# OpenROAD 26Q1-2900-gdf79404cd8, Yosys 0.63+post, stock flow scripts
make -C /OpenROAD-flow-scripts/flow DESIGN_CONFIG=/design/flow/config.mk WORK_HOME=/design/flow/orfs finish
$ cat config.mk
export PLATFORM = sky130hd
export DESIGN_NAME = alu32
export DESIGN_NICKNAME = alu32
export VERILOG_FILES = /design/flow/design.v
export SDC_FILE = /design/flow/constraint.sdc
export NUM_CORES = 4
export LEC_CHECK = 1
export CORE_UTILIZATION = 30
$ cat constraint.sdc
current_design alu32

set clk_period 23.8
set clk_io_pct 0.2

create_clock -name clk0 -period $clk_period

set non_clock_inputs [all_inputs -no_clocks]
set_input_delay [expr $clk_period * $clk_io_pct] -clock clk0 $non_clock_inputs
set_output_delay [expr $clk_period * $clk_io_pct] -clock clk0 [all_outputs]
$ cat design.v
module alu32(alu_out, a, b, zout, alu_control);
output reg [31:0] alu_out;
input [31:0] a,b;
input [2:0] alu_control;
reg [31:0] less;
output zout;
reg zout;
always @(a or b or alu_control)
begin
	case(alu_control)
	3'b000: alu_out = a & b;
	3'b001: alu_out = a | b;
	3'b010: alu_out = a + b; 
	3'b011: alu_out = a ^ b;  
	3'b101: alu_out = (~a & ~b);
	3'b110: alu_out = a+1+(~b);
	3'b111: begin less = a+1+(~b);
			if (less[31]) alu_out=1;
			else alu_out=0;
		end
	default: alu_out=31'bx;
	endcase
zout=~(|alu_out);
end
endmodule
==> results.txt <==
Leakage Power - 0.00313 uW
Cell area leaders - ha_1 (21%), a21oi_1 (6.8%), inv_1 (6.4%)
Number of antenna violations at the first check in global routing - 0
Count of maximum capacitance violations - 0
Mean instance size in the synthesized netlist - 6.50 sq um
Diode insertion count for antenna repair - 0
Fp_density - 0.311
Chip area estimate from yosys synthesis - 5910 sq um
Number of post-CTS setup repair buffers - 0
Worst setup slack after layout - 9140 ps
Final Routed Wirelength - 22300 um
Cycle use final - 0.616
Internal power contribution - 75.0 uW
Startpoint-to-endpoint class of the critical path - in -> out
Worst path arrival time - 9900 ps
Synth cell count leaders - inv_1 (101), ha_1 (97), a21oi_1 (80), nor2_1 (75), nand2_1 (67)
Least-Margin Pin Slew - 790 ps
Core Util, Final - 0.374
FF+latch count - 0
Congestion Overflow GR - 0
Via Count - 7152
Gate power share - 1.000
Status - complete, no violations
Portion of synthesized cell area occupied by the leading cell type - 0.205
Overall Global Routing Usage - 0.220
Worst endpoint required time - 19040 ps
Max-slew headroom at the worst pin - 0.460
Std-Cell Core Area - 19000 sq um
Routed length per instance - 18.2 um
Top-count cell post-synth - inv_1
Area of the mapped netlist - 5910 sq um
Final setup TNS - 0 ps
Maximum fanout along the worst path - 12
RSZ-0062 raised after global routing - false
Number of setup violations in the final report - 0
Maximum number of pins on one net before global-route repair - 47
Cell type with the largest total area - ha_1
Placed cell count - 1226
Register area - 0 sq um
Routed length on met1 - 10300 um
Number of cells in the finished layout apart from fillers - 1226
Quantity of gates resized following cts - 0
Fraction of final layout cells sized beyond drive strength 1 - 0.0414
Chip Area - 20300 sq um
Number of hold violations in the final report - 0
CP Launch Type - input port
Count of clock buffers in the final design - 0
Final ANT Viol Nets - 0
Horizontal die size - 142 um
Switching part of the total - 0.568
Max Slew Vio Count - 0
Hold bufs inserted after CTS - 0
Routed met2 length - 9870 um
Number of cells in the yosys synthesis report - 910
Post-place setup slack - 9260 ps
Met3 wire len - 1770 um
Sequential share of power - 0
Routed via count divided by cell count - 5.83
Number of warnings printed during yosys synthesis - 1
DPL Wire Length - 17200 um
Clk network pwr share - 0
CP Capture Type - output pin
Total number of placement rows - 50
Final weighted congestion of routability-driven global placement - 0.989
Area of combinational cells with multiple inputs - 5300 sq um
Power density cells - 24.4 nW/um^2
Drt initial violations - 703
Maximum clock rate - 68.2 MHz
Final period demand of the worst path - 14660 ps
Unique masters post-synth - 77
Number of logged tool warnings - 97
IR Drop Worst-Case VDD - 11.3 uV
Fill cell instance count of the final layout - 2066
Wire length of the first global-routing pass - 35200 um
Number of global-route vias before repair - 6483
I/O pin total - 100
Number of standard cells after synthesis - 910
Quantity of I/O buffers inserted on ports - 100
First-pass iteration count of the detailed router - 5
Sequential fraction of the synthesis area - 0
Height of the die - 142 um
Net switching power - 98.5 uW
Total Power - 173 uW
Drc violations - 0
Area growth from synthesis to layout - 20.3%
Max Used Layer - met4
Worst hold path class - in -> out
[power by group through the flow]
| stage | combinational, uW | clock, uW | sequential [uW] |
|---|---|---|---|
| 4_1_cts | 171 | 0 | 0 |
| 6_report | 173 | 0 | 0 |
| 5_1_grt | 189 | 0 | 0 |
[logic make-up after synthesis]
family | synth area share
AOI/OAI and AO/OA | 0.400
xor gates and xnor gates | 0.0133
buffers and inverters | 0.105
adders and majority gates | 0.212
muxes | 0.0442
and+or+nand+nor | 0.226
[layout by cell type (no fill, tap or decap), types with 16 or more instances in the layout]
cell and instances:
nor3_1 22, nor2b_1 16, o21ai_0 57, inv_1 101, a21oi_1 80, nand2_1 67
nand3_1 16, nor4_1 16, ha_1 97, clkdlybuf4s50_1 99, nor2_1 75, a211oi_1 21
mux2i_1 25, a22oi_1 29
[worst max-delay path: stages]
cell and delay (ps):
clkdlybuf4s50_1 530, inv_1 60, ha_1 520, nor2_1 120, a2111oi_0 750, o221ai_1 200
nor2_1 290, o21ai_1 190, a221oi_1 630, a2bb2oi_1 200, o21ai_0 190, nor4_1 450
nand4bb_1 300, nor3_2 230, clkdlybuf4s50_1 490
[area by class of cell]
type,instances,share of cell area
Multi-Input combinational cell,749,0.745
Timing Repair Buffer,114,0.155
Inverter,103,0.0543
Tap cell,260,0.0457
[routing by layer]
metal,track usage,vias to the layer above
met4,0.0374,0
met1,0.326,3306
met5,0,-
li1,-,3470
met2,0.346,345
met3,0.0240,31
[metrics by stage]
step / area, sq um / hold slack [ps]
after floorplan: 5910 / 9800
after global placement: 7110 / 10460
after detailed placement: 7110 / 10450
after CTS: 7110 / 10450
after global routing: 7110 / 10500
final: 7110 / 10440
[worst paths after layout]
check	depth (start not counted)	slack, ps	endpoint	from
setup / recovery	15	9140	zout	a[6]
hold / removal	4	10440	alu_out[0]	alu_control[0]
Power is estimated from default activity; no workload was simulated.
